## /design/flow/design.v

```verilog
module Circular_shifter(ld,en,clk,q);
input clk,ld,en;
output reg[51:0] q;
always@(posedge clk)
begin
if(ld) q=52'ha69a69a69a69;
else if(en) q={q[47:0],q[51:48]};
end
endmodule
module StudentID(reset,clk,a,b,c,d,e,f,g,pos,dp);
parameter sim=0;
input reset,clk;
wire[51:0]id;
output wire [3:0]pos;
output a,b,c,d,e,f,g;
wire pulse2Hz;
wire pulse400Hz;
output dp;
assign dp=1;
counter_n #(.n(sim?400:250000),.counter_bits(sim?9:18))
div_250000(.clk(clk),.en(1),.r(0),.q(),.co(pulse400Hz));
counter_n #(.n(sim?16:200),.counter_bits(sim?4:8))
div_200(.clk(clk),.en(pulse400Hz),.r(0),.q(),.co(pulse2Hz));
Circular_shifter Circular_shifter_1(.ld(reset),.clk(clk),.en(pulse2Hz),.q(id));
display display_1 (.clk(clk),.scan(pulse400Hz),.d0(id[39:36]),.d1(id[43:40]),.d2(id[47:44]),.d3(id[51:48]),.pos(pos),.a(a),.b(b),.c(c),.d(d),.e(e),.f(f),.g(g));
endmodule
module count4(en,q,clk);
input en,clk;
output reg[1:0] q;
always @(posedge clk)
	begin
	if(en) begin
		if(q<3) q<=q+1;
		else q<=0;
	end end
endmodule
module counter_n(clk,r,en,q,co);
	parameter n=2;
	parameter counter_bits=1;
	input clk,r,en;
output co;
output [counter_bits-1:0] q;
	reg[counter_bits-1:0] q=0;
	assign co=(q==(n-1))&& en;
	always @(posedge clk)
		begin
		if(r)q=0;
			else if(en)
				begin if(q==(n-1))q=0;else q=q+1; end
			else q=q;
		end
endmodule
module decoder(a,y);
input [1:0] a;
output reg[3:0] y;
always @(*)
	begin 
		begin case(a)
			2'b00:y=4'b1110;
			2'b01:y=4'b1101;
			2'b10:y=4'b1011;
			2'b11:y=4'b0111;
		endcase end
	end
endmodule
module display(clk,scan,d0,d1,d2,d3,pos,a,b,c,d,e,f,g);
input clk,scan;
input [3:0] d0,d1,d2,d3;
wire [3:0] out4;
wire [1:0] q;
output wire [3:0]pos;
output wire a,b,c,d,e,f,g;
count4 count4_1(.en(scan),.clk(clk),.q(q));
mux_4to1 mux_4to1_1(.in0(d0),.in1(d1),.in2(d2),.in3(d3),.addr(q),.out4(out4));
display_decoder display_decoder_1(.din(out4),.a(a),.b(b),.c(c),.d(d),.e(e),.f(f),.g(g));
decoder decoder_1(.a(q),.y(pos));
endmodule
module display_decoder(din,a,b,c,d,e,f,g);
input[3:0] din;
output reg a,b,c,d,e,f,g;
always @(*)
begin
 case(din)
	4'b0000:{a,b,c,d,e,f,g}=7'b0000001;
	4'b0001:{a,b,c,d,e,f,g}=7'b1001111;
	4'b0010:{a,b,c,d,e,f,g}=7'b0010010;
	4'b0011:{a,b,c,d,e,f,g}=7'b0000110;
	4'b0100:{a,b,c,d,e,f,g}=7'b1001100;
	4'b0101:{a,b,c,d,e,f,g}=7'b0100100;
	4'b0110:{a,b,c,d,e,f,g}=7'b0100000;
	4'b0111:{a,b,c,d,e,f,g}=7'b0001111;
	4'b1000:{a,b,c,d,e,f,g}=7'b0000000;
	4'b1001:{a,b,c,d,e,f,g}=7'b0000100;
	default:{a,b,c,d,e,f,g}=7'b1111111;
endcase
end
endmodule
module mux_4to1(out4, in0, in1, in2, in3, addr);
output [3:0] out4;
input [3:0] in0,in1,in2,in3;
input [1:0]addr;
reg [3:0] out4;
always@(in0 or in1 or in2 or in3 or addr)
begin
 if(addr==2'b00)out4=in0;
 else if(addr==2'b01)  out4=in1;
 else if(addr==2'b10)  out4=in2;
 else  out4=in3;
end
endmodule
```

## /design/flow/constraint.sdc

```tcl
current_design StudentID

set clk_period 3.9
set clk_io_pct 0.2

create_clock -name clk0 -period $clk_period [get_ports {clk}]

set non_clock_inputs [all_inputs -no_clocks]
set_input_delay [expr $clk_period * $clk_io_pct] -clock clk0 $non_clock_inputs
set_output_delay [expr $clk_period * $clk_io_pct] -clock clk0 [all_outputs]
```

## /design/flow/run.sh

```bash
#!/bin/bash
# OpenROAD 26Q1-2900-gdf79404cd8, Yosys 0.63+post, stock flow scripts
make -C /OpenROAD-flow-scripts/flow DESIGN_CONFIG=/design/flow/config.mk WORK_HOME=/design/flow/orfs finish
```

## /design/flow/config.mk

```make
export PLATFORM = sky130hd
export DESIGN_NAME = StudentID
export DESIGN_NICKNAME = StudentID
export VERILOG_FILES = /design/flow/design.v
export SDC_FILE = /design/flow/constraint.sdc
export NUM_CORES = 4
export LEC_CHECK = 1
export CORE_UTILIZATION = 40
```

==> impl.org <==
* Implementation run

** STA
- Top achievable clock speed :: 0.2715 GHz
- After layout, the worst setup slack is 0.2167 ns.
- Final Skew :: 0.01855 ns
- The final timing summary puts the cycle share of the worst path at 94.44%.
- Slew headroom :: 44.52%
- After layout, the minimum clock period comes to 3.683 ns.
- Setup violators final :: 0
- For the pin with the worst max-slew slack, the measured transition is 0.8322 ns.
- The final max-slew violation count recorded for this run is 0.
- Fin. Hold Viols :: 0

** Clock network
- TritonCTS clock tree :: done
- Number of buffers created by CTS :: 9
- The tree is rooted in a clkbuf_8.
- The clock H-tree reported by CTS has 3 levels.
- Counting every sink on the clock net gives 80.
- Post-cts hold-fix buffer tally :: 0
- For reference, the clock transition at the flip-flops on the worst setup and hold paths is 0.08 ns.
- For the worst-skew pair, the clock arrives at the later sink with an insertion delay of 0.35 ns.
- Maximum clock insertion buffer count :: 2

** Yosys
- Before any placement, the netlist area is recorded as 3867 µm².
- Number of synthesis warnings :: 10
- Fraction of registers with async set or reset after synthesis :: 0%
- The netlist uses 45 different library cells.
- Sequential-to-total area share from yosys stat :: 44.00%
- Synthesized flop and latch total :: 80
- Primary FF master, synth :: dfxtp_1
- After synthesis, the design contains 393 cells according to Yosys.
- Cells after synthesis :: 393
- The average instance in the mapped netlist occupies 9.841 µm².
- Yosys reports a chip area of 3867 µm².
- Yosys mapped a number of flops with a built-in enable equal to 10.

** Drt
- The routed layout has 2654 vias.
- For this run, design rule violations remaining after detail routing come to 0.
- Post-detailed-route via-to-cell ratio :: 4.979
- Number of nets still failing antenna checks after routing :: 0
- The number of antenna diodes in the final layout is 0.
- Detailed-route iteration 0 reported a violation count of 150.
- First-pass detailed-route iteration total :: 4
- Dividing the detail-routed wire length by the instance count gives 12.10 µm.
- For this block, the routed nets add up to 6448 µm of wire.

** Die
- Per the OpenROAD floorplan log, the width of the die is 100.3 µm.
- Top-level port count :: 14
- Cell Rows :: 35
- DIE HEIGHT :: 100.3 µm
- According to the floorplan report, the placeable core area is 9284 µm².
- For this configuration, the core starts out at a cell density of 41.66%.
- According to the floorplan report, the total die area is 10070 µm².

** Final layout
- Final-layout fill cell count :: 891
- The flow measured a signed area growth from synthesis to layout of 10.22%.
- Most numerous logic cells after layout :: dfxtp_1 (70), nor2_1 (53), mux2i_1 (52)
- Top logic cell by instance count in the layout :: dfxtp_1
- Cells fill 45.92% of the core in the end.
- Layout cell share with drive strength beyond 1 :: 8.168%

** Worst setup path
- Element type at the critical path end :: primary output
- For the worst reg-to-reg path, the endpoint reported by OpenROAD is Circular_shifter_1.q[4]$_SDFFE_PP0P_.
- Critical-path top delay cell :: edfxtp_1
- Cells traversed along the worst timing path :: inv_2 > ha_2 > mux2i_1 > a221oi_2 > ha_1 > inv_1 > or2_2 > a21oi_1 > clkdlybuf4s50_1
- Worst Reg-to-Reg Cells :: 6
- The timing report notes that buffer and inverter cells on the critical path total 3.
- CP Data Required Time :: 3.12 ns
- By startpoint and endpoint, the worst setup path is classified as reg2out.
- Data on the critical path arrives at its endpoint at 2.90 ns.
- The cell family contributing the most delay on the critical path is buffers and inverters.
- R2r startpoint :: div_200.q[0]$_SDFFCE_PN0N_
- Maximum single-stage delay on the critical path :: 0.49 ns
- Looking at the critical path, the highest net fanout was 6.
- Worst R2R Setup Slack :: 1.11 ns
- STA classifies the critical path startpoint as a flip-flop.

** Run status
- The flow ran to the end, and the final reports show no timing, DRC or antenna violations.

** Global route
- Largest net degree at the start of global routing :: 58
- Overall global routing resource usage :: 13.61%
- The first global-routing pass estimated 11030 µm of wire.
- The number of antenna violations at the first check in global routing is 0.
- Global routing finished with a remaining overflow of 0.
- The number of global-route vias before repair is 2422.

** Power
- Per report_power, the combinational group accounts for 1.5% of the total.
- Sw frac :: 21.00%
- Switching component of the power :: 0.3113 mW
- Leakage power of the design :: 1.541 nW
- Worst IR drop on VDD :: 184.6 µV
- Looking at the power breakdown, the clock network takes 42.5% of the total.
- Power per cell area :: 347.8 nW/µm²
- The power report attributes to the sequential group a share of 56.0%.
- Design internal power :: 1.171 mW

** Hold path
- STA shows the worst min-delay path finishing at div_250000.q[16]$_SDFF_PN0_.
- Hold analysis shows the worst path with a depth of 1.
- Hold Path Class :: reg2reg
- Launch point of the worst hold path :: div_250000.q[16]$_SDFF_PN0_

** Run
- Count of tool warnings :: 37
- The number of maximum-capacitance violations recorded for the run is 0.

** Placement
- Count of buffers inserted at the top-level ports :: 12
- According to the dpl log, the detail-placed design has an HPWL of 4078 µm.
- Before CTS, the worst setup slack after placement is 0.2267 ns.
- Routability-driven placement finished with a final weighted congestion of 0.8342.
[final cells by class]
type / instances / area, µm² / area share [%]
clock buffer: 11 / 152.6 / 3.581
clock inverter: 5 / 55.05 / 1.291
inverter: 17 / 63.81 / 1.497
multi-input combinational: 273 / 1968 / 46.17
sequential: 80 / 1702 / 39.92
tap: 129 / 161.4 / 3.786
timing repair buffer: 18 / 160.2 / 3.757
[cells in the mapped netlist, types with 2 or more instances]
cell | instances | share of area (%)
mux2_2 | 2 | 0.58
nand2_1 | 7 | 0.68
and3_1 | 5 | 0.81
and2_1 | 4 | 0.65
xnor2_1 | 12 | 2.7
nor2b_1 | 3 | 0.49
edfxtp_1 | 10 | 7.8
o31ai_1 | 8 | 1.6
nor4_1 | 4 | 0.65
and4_1 | 3 | 0.68
xor2_1 | 5 | 1.1
buf_6 | 2 | 0.58
a21oi_1 | 18 | 2.3
mux2i_1 | 52 | 13
dfxtp_1 | 70 | 36
nor2_1 | 53 | 5.1
a211oi_1 | 2 | 0.39
nand4_1 | 11 | 1.8
o21ai_0 | 5 | 0.65
buf_12 | 4 | 2.1
nand3_1 | 10 | 1.3
nand2b_1 | 31 | 5.0
nor3b_1 | 4 | 0.78
clkbuf_1 | 16 | 1.6
ha_1 | 16 | 5.2
inv_1 | 17 | 1.6
[power by group through the flow]
stage                 registers (mW)  logic (mW)  clock network (mW)
final                          0.830      0.0218               0.631
after CTS                      0.830      0.0221               0.651
after global routing           0.830      0.0245               0.685
[how the worst max path moves through the flow]
stage | start | end | slack [ns] | cells past startpoint
6_report | display_1.count4_1.q[0]$_SDFFCE_PP0N_ | c | 0.22 | 9
5_1_grt | display_1.count4_1.q[0]$_SDFFCE_PP0N_ | c | -0.005 | 9
4_1_cts | display_1.count4_1.q[0]$_SDFFCE_PP0N_ | c | 0.02 | 9
[logic make-up (layout without fill, tap and decap cells)]
| group | Yosys count | count (layout) | synth area share, % |
|---|---|---|---|
| DFF | 80 | 80 | 44.00 |
| xor gates and xnor gates | 17 | 17 | 3.850 |
| buffers and inverters | 40 | 51 | 6.050 |
| and+or+nand+nor | 142 | 142 | 19.48 |
| adders and majority gates | 16 | 16 | 5.176 |
| muxes | 54 | 54 | 14.04 |
| other | 1 | 1 | 0.09696 |
| AOI/OAI and AO/OA | 43 | 43 | 7.312 |
[routing by layer]
metal / part of all wire [%] / GRT usage [%]
met1: 53 / 21.00
met2: 42 / 21.02
met3: 3.3 / 2.408
met4: 1.7 / 2.007
met5: 0 / 0
[sequential cells by signal, summed over array words and instances (netlist names)]
| signal | count |
|---|---|
| Circular_shifter_1.q | 52 |
| display_1.count4_1.q | 2 |
| div_200.q | 8 |
| div_250000.q | 18 |
[metrics by stage]
step / cells / hold WS, ns / setup TNS (ns) / total power [mW] / cell area [µm²]
3_5_place_dp: 516 / 0.4493 / 0 / 0.8715 / 4024
2_1_floorplan: 393 / 0.4190 / 0 / 0.8685 / 3867
6_report: 533 / 0.4577 / 0 / 1.483 / 4263
3_3_place_gp: 516 / 0.4396 / 0 / 0.8710 / 4024
4_1_cts: 532 / 0.4597 / 0 / 1.503 / 4238
5_1_grt: 533 / 0.4809 / -0.004846 / 1.540 / 4263
[what timing repair did]
item | in CTS | in global routing
gates resized | 1 | 5
setup endpoints to repair | 5 | 7
pin swaps | 0 | 1
setup buffers | 0 | 1
Power and IR drop assume default switching activity.
